==> ./design.v <==
module mod_n_counter #(parameter W=4, N=12)
                   (output reg [W-1:0] out = 0,
                   input rst, clk);
    always @(posedge clk, posedge rst) begin
        if (rst) begin
            out <= 0;
        end
        else begin
            out <= (out == N - 1) ? 0 : out + 1;
        end
    end
endmodule
==> ./run.sh <==
#!/bin/bash
# OpenROAD 26Q1-2900-gdf79404cd8, Yosys 0.63+post, stock flow scripts
make -C /OpenROAD-flow-scripts/flow DESIGN_CONFIG=/design/flow/config.mk WORK_HOME=/design/flow/orfs finish
==> ./config.mk <==
export PLATFORM = sky130hd
export DESIGN_NAME = mod_n_counter
export DESIGN_NICKNAME = mod_n_counter
export VERILOG_FILES = /design/flow/design.v
export SDC_FILE = /design/flow/constraint.sdc
export NUM_CORES = 4
export LEC_CHECK = 1
export CORE_AREA = 10 10 70 70
export DIE_AREA = 0 0 80 80
==> ./constraint.sdc <==
current_design mod_n_counter

set clk_period 1.2
set clk_io_pct 0.2

create_clock -name clk0 -period $clk_period [get_ports {clk}]

set non_clock_inputs [all_inputs -no_clocks]
set_input_delay [expr $clk_period * $clk_io_pct] -clock clk0 $non_clock_inputs
set_output_delay [expr $clk_period * $clk_io_pct] -clock clk0 [all_outputs]
==> impl_metrics.env <==
# source this file to load flow results
export IMPL_finalHoldViolations=0
export IMPL_clock_path_buffers=2
export IMPL_grt_pass1_wl_um=834
export IMPL_die_h_um=80
export IMPL_slowest_delay_ps=370
export IMPL_vias=171
export IMPL_fp_util_pct=5.09
export IMPL_grt_usage_pct=1.72
export IMPL_xor_share_pct=0
export IMPL_crit_required_ps=960
export IMPL_antenna_found_initial=0
export IMPL_top_register="out"
export IMPL_mux_share_pct=0
export IMPL_fin_total_pwr_w=0.000308
export IMPL_fmax_ghz=0.905
export IMPL_num_fill_cells=413
export IMPL_ys_seq_share_pct=57.6
export IMPL_overflow=0
export IMPL_routedWlPerCell_um=6.75
export IMPL_dieWidth_um=80
export IMPL_cts_sinks=4
export IMPL_syn_mean_instance_area_um2=11.6
export IMPL_area_leaders="dfrtp_1, ha_1, nand4b_1"
export IMPL_grt_max_degree=6
export IMPL_max_vdd_ir_drop_mv=0.435
export IMPL_area_growth_syn_to_layout_pct=96.4
export IMPL_die_area_um2=6400
export IMPL_power_frac_comb_pct=1.9
export IMPL_final_area_um2=342
export IMPL_worstPathCellList="dlygate4sd2_1"
export IMPL_critical_path_class="register to output port"
export IMPL_grt_pass1_vias=187
export IMPL_worst_slack_ps=95.1
export IMPL_clk_latency_ps=240
export IMPL_first_iter_violations=3
export IMPL_setup_viol=0
export IMPL_cpMaxStageDelayCell="dfrtp_1"
export IMPL_drv_slew=0
export IMPL_synth_simple_area_share_pct=19.4
export IMPL_p_leak_nw=0.155
export IMPL_wl_um=493
export IMPL_cap_viol_max_count=0
export IMPL_drtPass1Iterations=4
export IMPL_clock_power_share_pct=54.0
export IMPL_rsz0062_at_grt="no"
export IMPL_h_tree_depth=1
export IMPL_cts_buffers=3
export IMPL_drtAntennaViolNets=0
export IMPL_topCombFamilyByArea="simple AND/OR/NAND/NOR gates"
export IMPL_io_pins=6
export IMPL_hold_buffers=0
export IMPL_dpl_worst_slack_ps=84.5
export IMPL_power_per_cell_area_nw_per_um2=901
export IMPL_largest_reg_flops=4
export IMPL_status="finished clean"
export IMPL_ys_warnings_count=1
export IMPL_worst_path_buf_inv=1
export IMPL_clkTransAtPathRegs_ps=40
export IMPL_io_buffers=5
export IMPL_synth_cellmix_adderShare_pct=7.19
export IMPL_synthCells=15
export IMPL_warnings=25
export IMPL_switchingPower_w=0.0000573
export IMPL_skew_ps=3.94
export IMPL_ys_flop_type="dfrtp_1"
export IMPL_drive_above_1_share_pct=29.6
export IMPL_ys_flops=4
export IMPL_diodes=0
export IMPL_cp_end_kind="output port"
export IMPL_top_cells_by_count="dfrtp_1, inv_1"
export IMPL_clockRootBuffer="clkbuf_4"
export IMPL_r2r_start="out[0]$_DFF_PP0_"
export IMPL_path_max_fanout=2
export IMPL_p_int_w=0.000250
export IMPL_largest_registers="out: 4 flops"
export IMPL_num_rows=21
export IMPL_yosysMostFrequentCell="dfrtp_1"
export IMPL_finalCriticalPeriod_ps=1100
export IMPL_pwr_share_seq_pct=44.1
export IMPL_routed_via_density=2.34
export IMPL_syn_cell_area_um2=174
export IMPL_hold_worst_slack_ps=186
export IMPL_cts_tree="built"
export IMPL_timing_setup_tns_ps=0
export IMPL_synthAoiAreaFrac_pct=11.5
export IMPL_drc=0
export IMPL_hold_class="input pin to async pin"
export IMPL_cp_top_family="flip-flops"
export IMPL_ys_area_um2=174
export IMPL_arrival_ps=860
export IMPL_hpwl_um=331
export IMPL_ys_cells=15
export IMPL_startpoint="out[2]$_DFF_PP0_"
export IMPL_swShare_pct=18.6
export IMPL_slew_headroom_pct=89.3
export IMPL_async_reset_ff_share_pct=100
export IMPL_yosysTopAreaCellShare_pct=57.6
export IMPL_largest_area_cell="dfrtp_1"
export IMPL_fin_crit_sh_pct=92.1
export IMPL_start_kind="register"
export IMPL_gp_congestion=0.680
export IMPL_synth_edff_count=0
export IMPL_tightest_slew_ps=161
export IMPL_core_um2=3420
export IMPL_synth_cell_types=11
export IMPL_placed_area_um2=297
-- per-layer routing --
layer	vias up	global-route usage (%)	share of wire (%)
met2	9	1.85	34
met4	0	0.528	2.2
met3	2	1.59	12
li1	78	-	-
met1	82	2.27	52
met5	-	0	0
-- cell usage in the layout, fill, tap and decap left out --
| cell type | instances |
|---|---|
| dlygate4sd2_1 | 4 |
| a31oi_1 | 1 |
| dfrtp_1 | 4 |
| clkdlybuf4s50_1 | 1 |
| o21ai_0 | 1 |
| nand4b_1 | 1 |
| nand2b_1 | 1 |
| inv_1 | 2 |
| buf_4 | 4 |
| and2_1 | 1 |
| or3b_1 | 1 |
| nand2_1 | 1 |
| o221ai_1 | 1 |
| ha_4 | 1 |
| clkbuf_4 | 3 |
-- repair_timing --
| action | 4_1_cts | 5_1_grt |
|---|---|---|
| hold endpoints to repair | 0 | 0 |
| buffers inserted | 2 | 0 |
| setup endpoints to repair | 4 | 1 |
| gates resized | 4 | 2 |
-- kinds of logic after synthesis --
family                   Yosys count
adder cells (fa/ha/maj)            1
flip-flops                         4
buffers and inverters              2
AND-OR/OR-AND                      3
AND/OR/NAND/NOR                    5
-- power by group through the flow --
stage / sequential (W) / clock [W] / combinational, W
6_report: 0.000136 / 0.000166 / 0.00000591
5_1_grt: 0.000136 / 0.000182 / 0.00000613
4_1_cts: 0.000136 / 0.000172 / 0.00000589
-- worst paths after layout --
check | end | cells past startpoint | slack [ps]
setup / recovery | out[2] | 1 | 100
hold / removal | out[3]$_DFF_PP0_ | 2 | 190
max in group asynchronous | out[1]$_DFF_PP0_ | 2 | 860
min in group clk0 | out[0]$_DFF_PP0_ | 2 | 550
setup reg to reg | out[2]$_DFF_PP0_ | 4 | 100
hold reg to reg | out[0]$_DFF_PP0_ | 2 | 550
-- cell type report --
cell class | instances | area (um^2) | area share, %
Inverter | 2 | 7.51 | 2.20
Clock buffer | 3 | 22.5 | 6.59
Timing Repair Buffer | 9 | 75.1 | 22.0
Sequential cell | 4 | 100 | 29.3
Tap cell | 46 | 57.6 | 16.8
Multi-Input combinational cell | 9 | 78.8 | 23.1
-- metrics by stage --
step	util (%)	cells
final	10.0	73
after global routing	10.0	73
after CTS	9.63	73
after detailed placement	8.68	68
after global placement	8.68	68
after floorplan	-	15
Power is estimated from default activity; no workload was simulated.
