--- config.mk ---
export PLATFORM = sky130hd
export DESIGN_NAME = fix_co_eff_mult
export DESIGN_NICKNAME = fix_co_eff_mult
export VERILOG_FILES = /design/flow/design.v
export SDC_FILE = /design/flow/constraint.sdc
export NUM_CORES = 4
export LEC_CHECK = 1
export CORE_UTILIZATION = 30
--- constraint.sdc ---
current_design fix_co_eff_mult

set clk_period 1.9
set clk_io_pct 0.2

create_clock -name clk0 -period $clk_period

set non_clock_inputs [all_inputs -no_clocks]
set_input_delay [expr $clk_period * $clk_io_pct] -clock clk0 $non_clock_inputs
set_output_delay [expr $clk_period * $clk_io_pct] -clock clk0 [all_outputs]
--- design.v ---
module fix_co_eff_mult(output [3:0] [7:0] out,
                       input [3:0] [7:0] in);
    wire [7:0] w, w0, w1, w2, w3;
    assign w = in[0] ^ in[1] ^ in[2] ^ in[3];
    xtime xt3(.out(w3), .in(in[3] ^ in[2]));
    xtime xt2(.out(w2), .in(in[2] ^ in[1]));
    xtime xt1(.out(w1), .in(in[1] ^ in[0]));
    xtime xt0(.out(w0), .in(in[0] ^ in[3]));
    assign out[3] = in[3] ^ w ^ w3;
    assign out[2] = in[2] ^ w ^ w2;
    assign out[1] = in[1] ^ w ^ w1;
    assign out[0] = in[0] ^ w ^ w0;
endmodule
module xtime(output [7:0] out,
             input [7:0] in);
    assign out = in[7] ? (in << 1) ^ 8'h1B : (in << 1);
endmodule
--- run.sh ---
#!/bin/bash
# OpenROAD 26Q1-2900-gdf79404cd8, Yosys 0.63+post, stock flow scripts
make -C /OpenROAD-flow-scripts/flow DESIGN_CONFIG=/design/flow/config.mk WORK_HOME=/design/flow/orfs finish
==> out/results.tsv <==
stage	metric	value	unit
layout	nFlopsAndLatches	0	
logic_synthesis	yosysTopAreaCell	xnor3_1	
placed_design	place_ws	-0.707	ns
global_routing	track_usage	0.158	
detailed_routing	vias	1026	
logic_synthesis	syn_avg_cell_area	17.8	um^2
global_routing	antenna_found_initial	0	
floorplanning	floorplan.core_util	0.319	
timing	min_period	1.87	ns
flow_run	max-cap-violations	0	
global_routing	grt_max_degree	6	
power	ir_worst_vdd	0.217	mV
worst_hold_path	min_path_type	input pin to output pin	
flow_run	warnings	34	
placed_design	port_buffers	64	
setup_path	critical_path_required	1.52	ns
layout	nClkBuffers	0	
detailed_routing	wl_met2	1430	um
placed_design	post_dp_cell_area	0.00234	mm^2
detailed_routing	drt-total-wl	3270	um
run_status	status	finished clean	
detailed_routing	dr_wl_met3	275	um
power	leakage	1.52	nW
logic_synthesis	top_area_frac	0.588	
detailed_routing	postRouteAntennaNets	0	
layout	fill_cells	318	
floorplanning	die_h	67.9	um
detailed_routing	route.layer.met1.wl	1570	um
timing	fin_crit_sh	0.982	
power	p_per_area	403	mW/mm^2
timing	setup_ws	0.0337	ns
global_routing	grt_pass1_wl	5090	um
global_routing	grt_pass1_vias	1008	
timing	setup_viol	0	
floorplanning	placementRows	23	
detailed_routing	wire_per_inst	13.3	um
global_routing	overflow	0	
setup_path	crit_fanout	4	
detailed_routing	viasPerCell	4.19	
setup_path	startpoint_type	input pin	
floorplanning	io_pins	64	
power	finalPower	1.03	mW
logic_synthesis	top_cells_by_area	xnor3_1 (59%), xor3_1 (18%), xnor2_1 (9.4%), xor2_1 (6.1%), xnor2_4 (4.2%)	
detailed_routing	dr.pass1.iters	2	
layout	postLayoutCoreUtil	0.628	
logic_synthesis	ys_types	8	
detailed_routing	antenna_cells	0	
worst_hold_path	worst_hold_path.num_cells	4	
timing	maxSlewHeadroom	0.829	
detailed_routing	drc	0	
logic_synthesis	yosys-stat-cells	73	
logic_synthesis	synthCells	73	
layout	regArea	0	um^2
setup_path	cp-end-kind	output pin	
timing	rsz0062_at_grt	true	
logic_synthesis	ys_area	0.00130	mm^2
layout	drive_gt1_frac	0.585	
logic_synthesis	syn_area	0.00130	mm^2
timing	hold-worst-slack	1.21	ns
timing	hold_viol	0	
floorplanning	coreArea	0.00409	mm^2
timing	worst_pin_slew	0.255	ns
timing	max_freq	536	MHz
layout	postLayoutCellArea	0.00257	mm^2
logic_synthesis	synth_seq_share	0	
logic_synthesis	ys_warn_count	0	
detailed_routing	routed.top_layer	met3	
floorplanning	die_w	67.9	um
layout	syn_to_final_growth	97.0	%
timing	drv_slew	0	
setup_path	path_class	input pin to output pin	
floorplanning	die_area	0.00461	mm^2
setup_path	critPathArrivalTime	1.49	ns
placed_design	hpwl	2440	um
detailed_routing	drt_iter0_markers	16	
placed_design	gp_congestion	0.814	
## worst max-delay path: stages
cell and delay, ns:
buf_6 0.11, xnor3_1 0.43, xnor3_1 0.33, dlygate4sd2_1 0.24
## cell families (layout without fill, tap and decap cells)
group	Yosys count	after routing	share of synthesized area
buffers and inverters	2	124	0.00769
XOR/XNOR	71	71	0.992
## what timing repair did
action	CTS	global route
pin swaps	54	16
endpoints found under the setup margin	32	14
gates resized	224	16
buffers inserted	16	0
hold buffers	0	0
hold endpoints to repair	0	0
## routing by layer
layer / GRT usage / up-vias
li1: - / 516
met1: 0.287 / 460
met2: 0.233 / 50
met3: 0.0135 / 0
met4: 0 / 0
met5: 0 / -
## placed cells by master, fill, tap and decap left out, types with 4 or more instances in the layout
cell type / Yosys / routed
buf_4: 0 / 55
xnor3_1: 34 / 34
buf_6: 0 / 24
dlygate4sd2_1: 0 / 18
buf_2: 0 / 15
xor3_1: 10 / 10
xnor2_2: 1 / 9
xor2_1: 9 / 8
xnor2_4: 2 / 7
clkdlybuf4s15_1: 0 / 6
dlymetal6s2s_1: 0 / 4
## cell usage after synthesis
master    number
clkbuf_2       2
xnor2_1       14
xor3_1        10
xor2_2         1
xnor2_2        1
xnor2_4        2
xnor3_1       34
xor2_1         9
## power by group
| group | switching, mW | leakage [nW] | total (mW) | internal (mW) |
|---|---|---|---|---|
| clock network | 0 | 0 | 0 | 0 |
| logic | 0.269 | 1.52 | 1.03 | 0.764 |
| registers | 0 | 0 | 0 | 0 |
| total | 0.269 | 1.52 | 1.03 | 0.764 |
## through the flow
step | TNS [ns] | std cells
2_1_floorplan | 0 | 73
3_3_place_gp | -17.84 | 231
3_5_place_dp | -18.12 | 231
4_1_cts | -0.166 | 246
5_1_grt | -0.00589 | 245
6_report | 0 | 245
## final timing paths
kind | to | startpoint | slack (ns)
worst max-delay path | out[25] | in[17] | 0.03
worst min-delay path | out[3] | in[11] | 1.21
## cell type report
type | instances | area (um^2) | share of cell area
Multi-Input combinational cell | 71 | 1470 | 0.571
Timing Repair Buffer | 124 | 1040 | 0.405
Tap cell | 50 | 62.6 | 0.0244
Power is estimated from default activity; no workload was simulated.
