===== ./config.mk =====
export PLATFORM = sky130hd
export DESIGN_NAME = I2C_Master
export DESIGN_NICKNAME = I2C_Master
export VERILOG_FILES = /design/flow/design.v
export SDC_FILE = /design/flow/constraint.sdc
export NUM_CORES = 4
export LEC_CHECK = 1
export CORE_UTILIZATION = 30

===== ./constraint.sdc =====
current_design I2C_Master

set clk_period 3.3
set clk_io_pct 0.2

create_clock -name clk0 -period $clk_period [get_ports {clk}]

set non_clock_inputs [all_inputs -no_clocks]
set_input_delay [expr $clk_period * $clk_io_pct] -clock clk0 $non_clock_inputs
set_output_delay [expr $clk_period * $clk_io_pct] -clock clk0 [all_outputs]

===== ./design.v =====
`timescale 1ns / 1ps
module I2C_Master(
input clk,
input reset,
input RW,
input [7:0] Data,
input [6:0] Addr,
output reg SDA,
output reg SCL
);
localparam IDLE = 3'b000; 
localparam START_BIT = 3'b001; 
localparam ADDR_WR = 3'b010; 
localparam ACK_WR = 3'b011; 
localparam DATA_WR = 3'b100; 
localparam DATA_RD = 3'b101;
localparam ACK_WR2 = 3'b110; 
localparam STOP_BIT = 3'b111; 
parameter delay_count = 2; 
reg [7:0]data_reg = 0;
reg[4:0] state; 
reg[4:0] count; 
reg[7:0] data; 
reg[3:0] cycle_count; 
reg [10:0]bit_count = 0; 
initial  
begin
	state <= IDLE;
	SDA <= 1;
	SCL <= 1;
	count <= 8'd0; 
	data <= 8'h00; 
end
always @(posedge clk or negedge reset) begin
    if (reset==1) 
	 begin
		case(state)
			IDLE: begin
				SDA <= 1;
				SCL <= 1;
				state <= START_BIT;
			end
			START_BIT: begin
				if(cycle_count < delay_count - 1)begin
					SDA <= 0;
					SCL <= 1;
					cycle_count <= cycle_count + 1;
					state <= START_BIT;
				end
				else
				begin
				cycle_count <= 0;
				state <= ADDR_WR;
				count<=0;
				cycle_count<= 0;
				end
			end 
			ADDR_WR: begin 
			    data_reg <= {Addr, RW};
				if(count < 8)begin
					if(cycle_count < delay_count -1)
						begin
						SDA <= data_reg[count];
						SCL <= ~SCL;
						cycle_count <= cycle_count + 1;
						state <= ADDR_WR;
						end
					else begin
					cycle_count <=0;
					count <= count + 1;
					state <= ADDR_WR;
					end
					end
				else
				begin
				state <= ACK_WR;
				count <=0;
				cycle_count <=0;
				end
			end 
			ACK_WR:begin 
				if(cycle_count < delay_count - 1)
				begin
                    SDA <= 0;
                    SCL <= ~SCL;
                    cycle_count <= cycle_count + 1;
                    state <= ACK_WR;
				end
				else begin
                    state <= RW ? DATA_RD : DATA_WR;
                    count <= 0;
                    cycle_count <=0;
			     end
			end 
			DATA_WR:begin 
				if(count < 8)begin
					if(cycle_count < delay_count -1)
						begin
						SDA <= data[count];
						SCL <= ~SCL;
						cycle_count <= cycle_count + 1;
						state <= DATA_WR;
						end
					else begin
                        cycle_count <=0;
                        count <= count + 1;
                        state <= DATA_WR;
					end
				end
				else
				begin
                    state <= ACK_WR2;
                    count <=0;
                    cycle_count <=0;
				end
			end 
			DATA_RD: begin
			     if(count < 8)                      
                   begin
                        if(cycle_count < delay_count -1)
                        begin
                            data_reg[bit_count] <= SDA;
                            SCL <= ~SCL;
                            cycle_count <= cycle_count + 1;
                            state <= DATA_RD;
                        end
                        else 
                        begin
                            cycle_count <=0;
                            count <= count + 1;
                            state <= DATA_RD;
                        end
                    end
                    else
                    begin
                        count <= 0;
                        cycle_count <= 0;
                        state <= ACK_WR2;          
                    end
			end
			ACK_WR2:begin 
				if(cycle_count < delay_count - 1)
				begin
                    SDA <= 0;
                    SCL <= ~SCL;
                    cycle_count <= cycle_count + 1;
                    state <= ACK_WR2;
				end
				else begin
                    state <= STOP_BIT;
                    count <= 0;
                    cycle_count <=0;
				end
			end 
			STOP_BIT:begin
				if(cycle_count <= delay_count - 1)
				    begin
                        SDA <= 1;
                        SCL <= 1;
                        cycle_count <= cycle_count + 1;
                    end
                    state <= IDLE; 
                    bit_count <= bit_count + 1;    
			     end	
	   endcase
	end
	else
	   state <=  IDLE;
end
endmodule

===== ./run.sh =====
#!/bin/bash
# OpenROAD 26Q1-2900-gdf79404cd8, Yosys 0.63+post, stock flow scripts
make -C /OpenROAD-flow-scripts/flow DESIGN_CONFIG=/design/flow/config.mk WORK_HOME=/design/flow/orfs finish

==> results.cfg <==
; flow metrics
[final_layout]
syn_to_final_growth_pct = 12.5
layout_top_cell = nor2_1
final_cells = 353
drive_gt1_share_pct = 9.45
final_core_util_pct = 35.6
fillers = 739
fin_area_um2 = 2630
largest_reg_flops = 11
seqCellArea_um2 = 976
logic_area_um2 = 1250
lay_top_cells = nor2_1 (35), edfxtp_1 (30), nand2_1 (20), clkdlybuf4s50_1 (11)

[global_routing]
grt_max_degree = 18
antenna_found_initial = 0
grt-ovfl-total = 0
track_usage_pct = 12.0
grt_pass1_wl_um = 7910
grt_pass1_vias = 1702

[route]
vias_per_cell = 5.05
detail_route.wl_per_cell_um = 13.2
vias = 1783
finalWirelength_um = 4660
drc = 0
drtAntennaViolNets = 0
drtPass1Iterations = 4
initialDrtViolationCount = 71
diodes = 0

[setup_path]
slowest_delay_ns = 0.53
crit_family = simple AND/OR/NAND/NOR gates
crit_buf_inv = 1
crit_arrival_ns = 3.06
required_ns = 3.42
cp_cell_sequence = inv_1 -> ha_1 -> nor3b_2 -> nor2_1 -> or3_1 -> mux2_4 -> or4b_1 -> a31oi_1
startpoint_type = register
critPathMaxFanout = 11
cp_slowest_cell = or4b_1
critPathKind = register to register
worstSetupEndpointType = register

[final_timing]
fin_tns_setup_ns = 0
skew_ns = 0.00929
finalClockPeriodUsage_pct = 89.0
slew_headroom_pct = 56.9
fin_crit_ns = 2.94
rsz0062_at_grt = no
worst_pin_slew_ns = 0.644
finalMaxSlewViolations = 0
setup_viol = 0
finalHoldViolations = 0
max_freq_mhz = 340

[logic_synthesis]
netlist_area_um2 = 2330
edf_count = 30
synth.distinct_cells = 56
syn_inst = 247
yosys_cells = 247
synth_warnings = 1
avgSynthCellArea_um2 = 9.45
async_reset_ff_share_pct = 9.09
ys_seq_share_pct = 41.8
ys.flops = 33
flop_cell = edfxtp_1
yosysChipArea_um2 = 2330

[die]
die_area_um2 = 8140
die_x_um = 90.2
coreArea_um2 = 7370
initCoreUtil_pct = 31.7
die_h_um = 90.2
row_count = 31
io_pins = 20

[placement]
numPortBuffers = 11
place_area_um2 = 2530
globalplace.congestion = 0.859
place_inst = 345
dpl.hpwl_um = 3400

[clock_network]
cts_max_level = 2
clk_latency_ns = 0.28
clk_pin_slew_worst_paths_ns = 0.07
cts_sinks = 33
cts_setup_buffers = 0
cts_resized = 0
numCtsBuffers = 5
cts.path.max_buffers = 2
hold_buffers = 0
cts_root_buf = clkbuf_8
cts_tree = yes

[status]
status = complete, no violations

[job]
cap_violations = 0
warning_count = 36

[min_path]
holdCritPathClass = register to register

[power_and_ir_drop]
ir_worst_vdd_v = 0.000234
power.density_nw_per_um2 = 628
power_leakage_nw = 0.876
## cells in the mapped netlist, types with 3 or more instances
master	instances	area, um^2
nand3_1	10	50.1
o21ai_0	6	30.0
nand2_1	20	75.1
nor2b_1	4	25.0
inv_1	10	37.5
nor2_1	35	131
dfrtp_1	3	75.1
a31oi_1	10	62.6
xnor2_1	10	87.6
nor3_1	5	25.0
clkbuf_1	12	45.0
mux2i_1	3	30.0
buf_2	3	15.0
edfxtp_1	30	901
or3_1	4	25.0
a21oi_1	5	25.0
ha_1	6	75.1
xor2_1	7	61.3
o31ai_1	8	60.1
nand4_1	6	37.5
a211oi_1	5	37.5
## final timing paths
check / slack [ns] / cells past startpoint / start / endpoint
min: 0.59 / 1 / bit_count[0]$_DFFE_PP_ / bit_count[0]$_DFFE_PP_
min in group asynchronous: 0.61 / 1 / reset / state[1]$_DFFE_PN0P_
max: 0.36 / 8 / bit_count[1]$_DFFE_PP_ / data_reg[6]$_DFFE_PP_
min reg2reg: 0.59 / 1 / bit_count[0]$_DFFE_PP_ / bit_count[0]$_DFFE_PP_
max in group asynchronous: 2.48 / 1 / reset / state[0]$_DFFE_PN0P_
max reg2reg: 0.36 / 8 / bit_count[1]$_DFFE_PP_ / data_reg[6]$_DFFE_PP_
## cell families (layout without fill, tap and decap cells)
group / after synthesis / count (layout) / share of synthesized area, %
flip-flops: 33 / 33 / 41.8
other: 1 / 1 / 0.161
XOR/XNOR: 17 / 17 / 6.38
multiplexers: 7 / 7 / 4.34
adder cells (fa/ha/maj): 7 / 7 / 3.65
AND-OR/OR-AND: 53 / 53 / 16.2
AND/OR/NAND/NOR: 102 / 102 / 22.6
buffers and inverters: 27 / 34 / 4.83
## worst reg2reg max path: stages, from the launching register on
cell and delay [ns]:
edfxtp_1 0.39, inv_1 0.13, ha_1 0.37, nor3b_2 0.37, nor2_1 0.12, or3_1 0.37, mux2_4 0.32, or4b_1 0.53
a31oi_1 0.19
## routing by layer
metal  global-route usage (%)  vias to the layer above  part of all wire (%)
li1                         -                      924                     -
met1                     19.2                      827                    52
met2                     18.2                       30                    44
met3                     2.49                        2                   4.1
met4                    0.806                        0                  0.36
met5                        0                        -                     0
## cell type report
class	count	area share (%)
multi-input combinational	187	47.8
sequential	33	37.2
timing repair buffer	16	5.62
tap	99	4.72
clock buffer	5	2.62
inverter	10	1.43
clock inverter	3	0.667
## where the power goes
part | total (W) | switching (W) | internal, W
Clock | 0.000298 | 0.000152 | 0.000145
Combinational | 0.000574 | 0.000304 | 0.000270
Sequential | 0.000777 | 0.000168 | 0.000609
## stage by stage
stage | hold slack (ns) | power (W) | worst slack [ns]
final | 0.586 | 0.00165 | 0.363
after CTS | 0.592 | 0.00166 | 0.268
after floorplan | 0.364 | 0.00121 | 0.568
after global routing | 0.607 | 0.00177 | 0.0877
after global placement | 0.580 | 0.00135 | 0.365
after detailed placement | 0.580 | 0.00135 | 0.286
Power is estimated from default activity; no workload was simulated.
